$ cat flow/design.v
`timescale 1ns / 1ps
module windower_3x3_pad_serial_4
#(
  parameter IMG_SIZE = 32,
  parameter CH_IN = 3,
  parameter CH_OUT = 64,
  parameter BW = 4
)
(
input clock,
input reset,
input vld_in,
input [CH_IN-1:0][BW-1:0] in,
output vld_out,
output [9*CH_IN - 1:0][BW-1:0] window
);
localparam ADD_CYC = 4;
localparam IMG_CYC = IMG_SIZE*ADD_CYC;   
reg [IMG_CYC-1:0][CH_IN-1:0][BW-1:0] delay_1;
reg [IMG_CYC-1:0][CH_IN-1:0][BW-1:0] delay_2;
reg [ADD_CYC*3*CH_IN - 1:0][BW-1:0] window_0;
reg [ADD_CYC*3*CH_IN - 1:0][BW-1:0] window_1;
reg [ADD_CYC*3*CH_IN - 1:0][BW-1:0] window_2;
reg [3*CH_IN - 1:0][BW-1:0] window_0_pad;
reg [3*CH_IN - 1:0][BW-1:0] window_1_pad;
reg [3*CH_IN - 1:0][BW-1:0] window_2_pad;
reg [IMG_CYC+ADD_CYC:0] window_vld;
wire pad_top, pad_bot, pad_left, pad_right;
localparam LOG2_IMG_SIZE_COL = $clog2( IMG_CYC );
localparam LOG2_IMG_SIZE = $clog2( IMG_SIZE );
reg [LOG2_IMG_SIZE-1:0] row_cntr;
reg [LOG2_IMG_SIZE_COL-1:0] col_cntr;
assign pad_top = ( row_cntr == 0 );
assign pad_bot = ( row_cntr == IMG_SIZE - 1 );
assign pad_left = ( col_cntr < ADD_CYC );
assign pad_right = ( col_cntr >= ADD_CYC*(IMG_SIZE - 1) );
reg img_vld;
assign vld_out = img_vld;
assign window = { window_0_pad, window_1_pad, window_2_pad };
always @( posedge clock ) begin
   if ( reset ) begin
      row_cntr <= 0;
      col_cntr <= 0;
      img_vld <= 0;
   end else begin
      if ( window_vld[IMG_CYC+ADD_CYC] | row_cntr != 0 | col_cntr != 0 ) begin
	 assert (window_vld[IMG_CYC+ADD_CYC]) else $error("Valid must be set for the entire image");
	 col_cntr <= col_cntr + 1;
	 if ( col_cntr == ADD_CYC*IMG_SIZE - 1 ) begin
	    row_cntr <= row_cntr + 1;
	 end
      end
      img_vld <= window_vld[IMG_CYC+ADD_CYC];
   end
   delay_1 <= { delay_1[IMG_CYC-2:0], in };
   delay_2 <= { delay_2[IMG_CYC-2:0], delay_1[IMG_CYC-1] };
   window_0 <= { in, window_0[ADD_CYC*3*CH_IN - 1:CH_IN] };
   window_1 <= { delay_1[IMG_CYC-1], window_1[ADD_CYC*3*CH_IN - 1:CH_IN]};
   window_2 <= { delay_2[IMG_CYC-1], window_2[ADD_CYC*3*CH_IN - 1:CH_IN] };
   if ( pad_bot ) begin
      window_0_pad <= 0;
   end else begin
      window_0_pad[2*CH_IN - 1:CH_IN] <= window_0[ADD_CYC*2*CH_IN - 1:(ADD_CYC*2 - 1)*CH_IN];
      if ( pad_right ) begin
	 window_0_pad[3*CH_IN - 1:2*CH_IN] <= 0;
      end else begin
	 window_0_pad[3*CH_IN - 1:2*CH_IN] <= window_0[ADD_CYC*3*CH_IN - 1:(ADD_CYC*3 - 1)*CH_IN];
      end
      if ( pad_left ) begin
	 window_0_pad[CH_IN-1:0] <= 0;
      end else begin
	 window_0_pad[CH_IN-1:0] <= window_0[ADD_CYC*CH_IN-1:(ADD_CYC - 1)*CH_IN];
      end
   end
   window_1_pad[2*CH_IN - 1:CH_IN] <= window_1[ADD_CYC*2*CH_IN - 1:(ADD_CYC*2 - 1)*CH_IN];
   if ( pad_right ) begin
      window_1_pad[3*CH_IN - 1:2*CH_IN] <= 0;
   end else begin
      window_1_pad[3*CH_IN - 1:2*CH_IN] <= window_1[ADD_CYC*3*CH_IN - 1:(ADD_CYC*3 - 1)*CH_IN];
   end
   if ( pad_left ) begin
      window_1_pad[CH_IN-1:0] <= 0;
   end else begin
      window_1_pad[CH_IN-1:0] <= window_1[ADD_CYC*CH_IN-1:(ADD_CYC - 1)*CH_IN];
   end
   if ( pad_top ) begin
      window_2_pad <= 0;
   end else begin
      window_2_pad[2*CH_IN - 1:CH_IN] <= window_2[ADD_CYC*2*CH_IN - 1:(ADD_CYC*2 - 1)*CH_IN];
      if ( pad_right ) begin
	 window_2_pad[3*CH_IN - 1:2*CH_IN] <= 0;
      end else begin
	 window_2_pad[3*CH_IN - 1:2*CH_IN] <= window_2[ADD_CYC*3*CH_IN - 1:(ADD_CYC*3 - 1)*CH_IN];
      end
      if ( pad_left ) begin
	 window_2_pad[CH_IN-1:0] <= 0;
      end else begin
	 window_2_pad[CH_IN-1:0] <= window_2[ADD_CYC*CH_IN-1:(ADD_CYC-1)*CH_IN];
      end
   end
   window_vld <= { window_vld[IMG_CYC+ADD_CYC-1:0], vld_in };
end
endmodule
$ cat flow/run.sh
#!/bin/bash
# OpenROAD 26Q1-2900-gdf79404cd8, Yosys 0.63+post, stock flow scripts
make -C /OpenROAD-flow-scripts/flow DESIGN_CONFIG=/design/flow/config.mk WORK_HOME=/design/flow/orfs finish
$ cat flow/config.mk
export PLATFORM = sky130hd
export DESIGN_NAME = windower_3x3_pad_serial_4
export DESIGN_NICKNAME = windower_3x3_pad_serial_4
export VERILOG_FILES = /design/flow/design.v
export SDC_FILE = /design/flow/constraint.sdc
export NUM_CORES = 4
export LEC_CHECK = 1
export CORE_UTILIZATION = 50
export SYNTH_HDL_FRONTEND = slang
$ cat flow/constraint.sdc
current_design windower_3x3_pad_serial_4

set clk_period 1.9
set clk_io_pct 0.2

create_clock -name clk0 -period $clk_period [get_ports {clock}]

set non_clock_inputs [all_inputs -no_clocks]
set_input_delay [expr $clk_period * $clk_io_pct] -clock clk0 $non_clock_inputs
set_output_delay [expr $clk_period * $clk_io_pct] -clock clk0 [all_outputs]
==> summary.txt <==
run metrics: CP max stage delay=0.33 ns, Arr. time, crit path=1.43 ns, Sw Share=0.180, Synth cell types=32, Die H=between 300 and 400 microns, Slew Viols, Final=0, post-synthesis cell area=about 70000 sq um, met1 GRT Util=0.194, multi-input combinational cell area=approximately 1000 sq um, first-pass GRT wire length=114000 microns, layout cells sized above 1=0.127, internal power=approximately 0.11 W, pwr/cell area=around 1600 nW/um^2, worst slack, placed=roughly 0.16 ns, number of global-route vias before repair=23279, Final Cycle Share=0.953, CP Buf/Inv Count=1, smallest hold slack=0.274 ns, leakage power=~34 nW, Worst Setup Path Type=flop to primary output, number of remaining DRC errors=0, Seq/Total Area, Yosys=0.983, maxcap violations=0, RePlAce Congestion=0.745, Worst setup EP type=primary output, Yosys chip area=69700 sq um, largest net degree at the start of global routing=17, post-synthesis register bit count=approximately 3400, CTS tree=built, CP startpoint kind=flop, FP Core Util=0.506, Routed WL per cell=about 11 microns, Max clock buf depth=4, # Cells Yosys=between 3000 and 4000, Worst path top cell family by delay=flip-flops, clock network fraction of total power=0.459, # setup viols final=0, gr usage total=0.104, cell type with the largest total area=dfxtp_1, FILL cells=9838, I/O pin total=between 100 and 150, CP max stage cell=dfxtp_2, sequential share of power=0.540, grt ovf=0, Avg Cell Area, Syn=about 19 sq um, Slew @ Worst Pin=0.461 ns, slew margin rel.=0.690, final hold vios=0, Data required, critical path=approximately 1.5 ns, core footprint=about 140000 sq um, Fmax=552 MHz, GRT met2 Usage=0.116, Clock Skews=around 0.035 ns, combinational share of power=0.001, worst-path fanout max=1, DIE WIDTH=between 300 and 400 microns, outcome=complete, no violations, initial antenna violation count=4, vias per cell=just under 4, gr busiest metal=met1, initial DRC count=~840, Log Warnings=28, setup bufs post-CTS=0, total CTS buffers=about 320, root buf cell=clkbuf_16, post-route setup TNS=0 ns, Post-DP HPWL=roughly 28000 microns, RSZ-0062 raised after global routing=false, Port Buffers=between 100 and 150, total power=about 0.13 W, Synth Instances=about 3600, Area Growth Syn to Fin=20.0%, Final ANT Viol Nets=0, M3 GR Usage=0.0331, clk slew on worst S/H paths=~0.060 ns, via count=between 20000 and 25000, Latency at later pin=~0.86 ns, minimum clock period after layout=1.81 ns, Sinks on Clock Net=3422, First-pass DRT Iterations=4, chip footprint=roughly 140000 sq um, area of all sequential standard cells=68600 sq um, NetSw=0.0242 W, Tightest Hold Check Type=primary input to flop, worst setup margin=0.0891 ns, Peak VDD IR=1050 uV, # rows=136, YS warnings=0, Cell area leaders=dfxtp_1, and2_1, nor2b_1, buf_4, ha_1, CP Cell Sequence=dlygate4sd2_1, Yosys top cell area share=0.983, Detailed Route WL=66800 microns, CTS HTree Levels=5
per-layer routing:
layer | part of all wire | up-vias | wire length [microns]
met5 | 0 | - | 0
met4 | 0.045 | 0 | 3030
met3 | 0.069 | 281 | 4630
met2 | 0.34 | 484 | 22600
met1 | 0.55 | 10891 | 36600
li1 | - | 12079 | -
cells in the mapped netlist, drive strengths merged:
cell / count
dfxtp: 3422
and2: 61
nor2b: 35
buf: 14
a21oi: 11
clkbuf: 9
inv: 6
ha: 5
nand3: 5
nor2: 4
o21ai: 4
and2b: 3
nand2: 3
nand2b: 3
nand4: 3
and4: 2
o31ai: 2
or3: 2
or4: 2
xor2: 2
a211o: 1
a21o: 1
and3: 1
mux2: 1
mux2i: 1
nor4: 1
nor4b: 1
o311ai: 1
or3b: 1
worst paths after layout:
kind / start / end / slack, ns / depth (start not counted)
worst max-delay path: window[47] / window[47] / 0.09 / 1
worst min-delay path: reset / vld_out / 0.27 / 2
worst max register to register: row_cntr[0] / window[78] / 0.14 / 6
worst min register to register: delay_2[942] / delay_2[954] / 0.30 / 0
sequential cells by signal, indices dropped and copies added, names as in the netlist:
| register | cells |
|---|---|
| window_2 | 108 |
| delay_1 | 1428 |
| window | 96 |
| vld_out | 1 |
| window_0 | 108 |
| col_cntr | 7 |
| window_1 | 96 |
| delay_2 | 1440 |
| row_cntr | 5 |
| window_vld | 133 |
final cells by class:
class,count,area share
diodes,1,0.0000299
inverters,6,0.000269
multi-input cells,156,0.0124
clock inverters,92,0.0149
well taps,1794,0.0268
flip-flops and latches,3422,0.820
clock buffers,449,0.110
repair buffers,147,0.0158
placed cells by master, fill, tap and decap left out, types with 6 or more instances in the layout:
cell / n
clkbuf_16: 325
and2_1: 61
dfxtp_2: 45
nor2b_1: 35
clkbuf_8: 60
dlygate4sd2_1: 107
clkinv_2: 50
clkbuf_1: 64
buf_4: 10
inv_1: 6
dlygate4sd3_1: 13
clkdlybuf4s50_1: 14
a21oi_1: 9
dfxtp_1: 3376
bufinv_16: 30
power by group through the flow:
stage / logic (W) / registers, W / clock network, W
4_1_cts: 0.000123 / 0.0727 / 0.0637
5_1_grt: 0.000134 / 0.0727 / 0.0667
6_report: 0.000122 / 0.0727 / 0.0617
kinds of logic (layout without fill, tap and decap cells):
kind of cell / Yosys count / in the layout / share of synthesized area
flip-flops: 3422 / 3422 / 0.983
AND/OR/NAND/NOR: 127 / 127 / 0.0117
buffers and inverters: 29 / 694 / 0.00228
AND-OR/OR-AND: 20 / 20 / 0.00165
adder cells (fa/ha/maj): 5 / 5 / 0.000898
XOR/XNOR: 2 / 2 / 0.000251
multiplexers: 2 / 2 / 0.000305
other: 0 / 1 / 0
per-stage QoR:
step	cell area, sq um	std cells	utilization
2_1_floorplan	69700	3607	-
3_3_place_gp	73100	5512	0.531
3_5_place_dp	73100	5512	0.531
4_1_cts	83600	6066	0.607
5_1_grt	83600	6066	0.607
6_report	83600	6067	0.607
timing repair:
item                       CTS  global route
hold buffers                13             0
resized                    159             1
hold endpoints to repair    13             0
setup endpoints to repair  109             1
Power is estimated from default activity; no workload was simulated.
