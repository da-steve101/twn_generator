--- ./run.sh ---
#!/bin/bash
# OpenROAD 26Q1-2900-gdf79404cd8, Yosys 0.63+post, stock flow scripts
make -C /OpenROAD-flow-scripts/flow DESIGN_CONFIG=/design/flow/config.mk WORK_HOME=/design/flow/orfs finish
--- ./config.mk ---
export PLATFORM = sky130hd
export DESIGN_NAME = from_serial
export DESIGN_NICKNAME = from_serial
export VERILOG_FILES = /design/flow/design.v
export SDC_FILE = /design/flow/constraint.sdc
export NUM_CORES = 4
export LEC_CHECK = 1
export CORE_AREA = 10 10 306 306
export DIE_AREA = 0 0 316 316
export SYNTH_HDL_FRONTEND = slang
--- ./constraint.sdc ---
current_design from_serial

set clk_period 1.0
set clk_io_pct 0.2

create_clock -name clk0 -period $clk_period [get_ports {clock}]

set non_clock_inputs [all_inputs -no_clocks]
set_input_delay [expr $clk_period * $clk_io_pct] -clock clk0 $non_clock_inputs
set_output_delay [expr $clk_period * $clk_io_pct] -clock clk0 [all_outputs]
--- ./design.v ---
module from_serial
#(
  parameter BW = 16,
  parameter CYCS = 4,
  parameter VEC_LEN = 27
)
(
 input clock,
 input vld_in,
 input [VEC_LEN-1:0][(BW/CYCS)-1:0] in,
 output vld_out,
 output [VEC_LEN-1:0][BW-1:0] out
);
reg [CYCS-1:0] vlds = 0;
reg [VEC_LEN-1:0][BW-1:0] data_reg;
assign vld_out = vlds[CYCS-1];
assign out = data_reg;
always @( posedge clock )
  begin
     if ( vlds[CYCS-1] ) begin
	vlds <= { 0, vld_in };
     end else begin
	vlds <= { vlds[CYCS-2:0], vld_in };
     end
  end
genvar i;
generate
   for ( i = 0; i < VEC_LEN; i++ ) begin
      always @( posedge clock ) begin
	 data_reg[i][BW-1:0] <= { in[i], data_reg[i][BW-1:(BW/CYCS)] };
      end
   end
endgenerate
endmodule
==> impl_metrics.json <==
{
  "crit_family": "flip-flops",
  "cts_tree": "yes",
  "yosysCellCount": 439,
  "cts_sinks": 436,
  "syn_area_per_cell_um2": 19.9,
  "cts_max_level": 2,
  "num_rows": 108,
  "fillCellCount": 9347,
  "arrival_ns": 1.10,
  "seq_area_frac_synth": 0.998,
  "wirelength_um": 37900,
  "final.setup.worst_slack_ns": -0.298,
  "cts_buffers": 45,
  "path_clk_slew_ns": 0.06,
  "antenna_cells": 0,
  "lay_top_count": "buf_2",
  "synth_cell_types": 2,
  "num_vias": 6127,
  "violations": "setup timing",
  "power.density_nw_per_um2": 2210,
  "cts-root-buf": "clkbuf_16",
  "topRoutingLayerUsed": "met5",
  "grt_setup_unrepaired": "yes",
  "core_util_floorplan": 0.101,
  "drive_gt1_frac": 0.832,
  "critPathKind": "register to primary output",
  "die_w_um": 316,
  "worst_ep_required_time_ns": 0.80,
  "hold_class": "input port to register",
  "yosys_register_bits": 436,
  "drt-wirelength-per-cell_um": 16.3,
  "detail_route.iter0.violations": 227,
  "relSlewSlack": 0.854,
  "clock_latency_ns": 0.57,
  "tightest_slew_ns": 0.218,
  "wl_met3_um": 6780,
  "gp_congestion": 0.886,
  "grt_max_degree": 15,
  "start_kind": "register",
  "grt_pass1_vias": 6800,
  "timing.critical_path.slowest_stage_cell": "dfxtp_4",
  "period_used_share": 1.30,
  "core-area_um2": 86900,
  "dieArea_um2": 99900,
  "final_antenna_net_count": 0,
  "cp_cell_sequence": "buf_6",
  "antenna_found_initial": 9,
  "warnings": 27,
  "grt_usage": 0.0716,
  "hpwl_um": 28900,
  "m1WireLength_um": 13400,
  "irDropWorstVdd_mv": 1.44,
  "mostFrequentLayoutCells": "353 x buf_2, 351 x dfxtp_2, 116 x buf_4, 109 x clkdlybuf4s50_1, 80 x buf_6",
  "min_period_ns": 1.30,
  "skew_ns": 0.0122,
  "tns_ns": -81.72,
  "synth_chip_area_um2": 8750,
  "power_leakage_nw": 7.26,
  "outcome": "complete, but fails checks",
  "yosys_warnings": 0,
  "critPathMaxStageDelay_ns": 0.40,
  "dieHeight_um": 316,
  "slew_violations": 0,
  "grt_pass1_wl_um": 51400,
  "io_pins": 543,
  "routed-wl-met2_um": 16700,
  "fmax_ghz": 0.770,
  "cap_violations": 0,
  "via_per_inst": 2.63,
  "critPathCaptureType": "primary output",
  "syn_to_final_growth_pct": 91.9,
  "drcViolationCount": 0,
  "cp_max_fo": 2,
  "setup_viol": 433,
  "clock_path_buffers": 3,
  "fin_util": 0.193,
  "hold_violations": 0,
  "synth_area_um2": 8750,
  "syn_inst": 439,
  "grt.overflow.total": 0,
  "crit_buf_inv": 1,
  "drt_first_pass_iters": 4,
  "portBuffers": 542
}
-- per-stage QoR --
stage               cell area (µm²)  power (mW)  setup WS [ns]  instances  hold WS [ns]
floorplan                      8750        18.8          0.486        439         0.228
global placement              16100        21.7         -0.346       2193         0.333
detailed placement            16100        21.7         -0.344       2193         0.334
CTS                           16600        37.7         -0.383       2324     0.0000385
global route                  16800        38.6         -0.372       2330        0.0188
finish                        16800        37.1         -0.298       2330        0.0645
-- kinds of logic (layout without fill, tap and decap cells) --
group	after synthesis	after routing	share of synthesized area
DFF	436	436	0.998
buffers and inverters	0	736	0
and+or+nand+nor	3	3	0.00215
-- cells in the mapped netlist --
master,instances,area [µm²]
dfxtp_1,436,8730
nor2b_1,3,18.8
-- flip-flops by register name, indices dropped and copies added (netlist names) --
name and count:
out 432, vlds 4
-- per-layer routing --
| layer | GRT usage | up-vias |
|---|---|---|
| li1 | - | 2791 |
| met1 | 0.0763 | 2779 |
| met2 | 0.114 | 498 |
| met3 | 0.0508 | 55 |
| met4 | 0.0165 | 4 |
| met5 | 0 | - |
-- layout make-up --
type / instances / area [µm²] / area share
Timing Repair Buffer: 665 / 4700 / 0.280
Tap cell: 1155 / 1450 / 0.0861
Sequential cell: 436 / 9220 / 0.549
Clock inverter: 13 / 163 / 0.00969
Multi-Input combinational cell: 3 / 18.8 / 0.00112
Clock buffer: 58 / 1240 / 0.0742
-- where the power goes --
part	total [mW]	internal (mW)	switching, mW	leakage [nW]
combinational	1.98	1.44	0.537	2.89
sequential	19.0	18.5	0.478	3.69
clock	16.1	9.49	6.65	0.684
-- path summary, 6_finish.rpt --
kind,start,end,slack (ns),cells past startpoint
hold / removal,in[77],out[317],0.06,1
setup / recovery,out[11],out[11],-0.30,1
hold reg to reg,out[127],out[123],0.34,0
setup reg to reg,out[431],out[427],0.27,2
-- repair_timing --
| item | CTS | global route |
|---|---|---|
| hold buffers | 7 | 0 |
| gates resized | 1865 | 36 |
| endpoints found under the setup margin | 433 | 433 |
| hold endpoints to repair | 7 | 0 |
| setup buffers | 55 | 6 |
No activity file was given, so power comes from the tool's default toggle rates.
