### flow/design.v
`timescale 1ns / 1ps
module windower_3x3_pad
#(
  parameter IMG_SIZE = 32,
  parameter CH_IN = 3,
  parameter CH_OUT = 64,
  parameter BW = 16
)
(
input clock,
input reset,
input vld_in,
input [CH_IN-1:0][BW-1:0] in,
output vld_out,
output [9*CH_IN - 1:0][BW-1:0] window
);
reg [IMG_SIZE-1:0][CH_IN-1:0][BW-1:0] delay_1;
reg [IMG_SIZE-1:0][CH_IN-1:0][BW-1:0] delay_2;
reg [3*CH_IN - 1:0][BW-1:0] window_0;
reg [3*CH_IN - 1:0][BW-1:0] window_1;
reg [3*CH_IN - 1:0][BW-1:0] window_2;
reg [3*CH_IN - 1:0][BW-1:0] window_0_pad;
reg [3*CH_IN - 1:0][BW-1:0] window_1_pad;
reg [3*CH_IN - 1:0][BW-1:0] window_2_pad;
reg [IMG_SIZE+1:0] window_vld;
wire pad_top, pad_bot, pad_left, pad_right;
localparam LOG2_IMG_SIZE = $clog2( IMG_SIZE );
reg [LOG2_IMG_SIZE-1:0] row_cntr;
reg [LOG2_IMG_SIZE-1:0] col_cntr;
assign pad_top = ( row_cntr == 0 );
assign pad_bot = ( row_cntr == IMG_SIZE - 1 );
assign pad_left = ( col_cntr == 0 );
assign pad_right = ( col_cntr == IMG_SIZE - 1 );
reg img_vld;
assign vld_out = img_vld;
assign window = { window_0_pad, window_1_pad, window_2_pad };   
always @( posedge clock ) begin
   if ( reset ) begin
      row_cntr <= 0;
      col_cntr <= 0;
      img_vld <= 0;
   end else begin
      if ( window_vld[IMG_SIZE+1] | row_cntr != 0 | col_cntr != 0 ) begin
	 assert (window_vld[IMG_SIZE+1]) else $error("Valid must be set for the entire image");
	 col_cntr <= col_cntr + 1;
	 if ( col_cntr == IMG_SIZE - 1 ) begin
	    row_cntr <= row_cntr + 1;
	 end
      end
      img_vld <= window_vld[IMG_SIZE+1];
   end
   delay_1 <= { delay_1[IMG_SIZE-2:0], in };
   delay_2 <= { delay_2[IMG_SIZE-2:0], delay_1[IMG_SIZE-1] };
   window_0 <= { in, window_0[3*CH_IN - 1:CH_IN] };
   window_1 <= { delay_1[IMG_SIZE-1], window_1[3*CH_IN - 1:CH_IN]};
   window_2 <= { delay_2[IMG_SIZE-1], window_2[3*CH_IN - 1:CH_IN] };
   if ( pad_bot ) begin
      window_0_pad <= 0;
   end else begin
      window_0_pad[2*CH_IN - 1:CH_IN] <= window_0[2*CH_IN - 1:CH_IN];
      if ( pad_right ) begin
	 window_0_pad[3*CH_IN - 1:2*CH_IN] <= 0;
      end else begin
	 window_0_pad[3*CH_IN - 1:2*CH_IN] <= window_0[3*CH_IN - 1:2*CH_IN];
      end
      if ( pad_left ) begin
	 window_0_pad[CH_IN-1:0] <= 0;
      end else begin
	 window_0_pad[CH_IN-1:0] <= window_0[CH_IN-1:0];
      end
   end
   window_1_pad[2*CH_IN - 1:CH_IN] <= window_1[2*CH_IN - 1:CH_IN];
   if ( pad_right ) begin
      window_1_pad[3*CH_IN - 1:2*CH_IN] <= 0;
   end else begin
      window_1_pad[3*CH_IN - 1:2*CH_IN] <= window_1[3*CH_IN - 1:2*CH_IN];
   end
   if ( pad_left ) begin
      window_1_pad[CH_IN-1:0] <= 0;
   end else begin
      window_1_pad[CH_IN-1:0] <= window_1[CH_IN-1:0];
   end
   if ( pad_top ) begin
      window_2_pad <= 0;
   end else begin
      window_2_pad[2*CH_IN - 1:CH_IN] <= window_2[2*CH_IN - 1:CH_IN];
      if ( pad_right ) begin
	 window_2_pad[3*CH_IN - 1:2*CH_IN] <= 0;
      end else begin
	 window_2_pad[3*CH_IN - 1:2*CH_IN] <= window_2[3*CH_IN - 1:2*CH_IN];
      end
      if ( pad_left ) begin
	 window_2_pad[CH_IN-1:0] <= 0;
      end else begin
	 window_2_pad[CH_IN-1:0] <= window_2[CH_IN-1:0];
      end
   end
   window_vld <= { window_vld[IMG_SIZE+1:0], vld_in };
end
endmodule
### flow/run.sh
#!/bin/bash
# OpenROAD 26Q1-2900-gdf79404cd8, Yosys 0.63+post, stock flow scripts
make -C /OpenROAD-flow-scripts/flow DESIGN_CONFIG=/design/flow/config.mk WORK_HOME=/design/flow/orfs finish
### flow/config.mk
export PLATFORM = sky130hd
export DESIGN_NAME = windower_3x3_pad
export DESIGN_NICKNAME = windower_3x3_pad
export VERILOG_FILES = /design/flow/design.v
export SDC_FILE = /design/flow/constraint.sdc
export NUM_CORES = 4
export LEC_CHECK = 1
export CORE_UTILIZATION = 40
export SYNTH_HDL_FRONTEND = slang
### flow/constraint.sdc
current_design windower_3x3_pad

set clk_period 3.3
set clk_io_pct 0.2

create_clock -name clk0 -period $clk_period [get_ports {clock}]

set non_clock_inputs [all_inputs -no_clocks]
set_input_delay [expr $clk_period * $clk_io_pct] -clock clk0 $non_clock_inputs
set_output_delay [expr $clk_period * $clk_io_pct] -clock clk0 [all_outputs]
==> results.cfg <==
; physical design summary
[sta]
fin_crit_ns = 2.54
min_period_over_period_pct = 76.9
finalHoldViolCount = 0
drv_slew = 0
setup_violations = 0
finClkSkew_ns = 0.0472
fmax_mhz = 394
max_slew.worst_pin.slew_ns = 0.840
setup_tns_ns = 0
timing.slew.headroom_pct = 43.8
grt_setup_unrepaired = false
fin_ws_ns = 0.762

[route]
wl_um = 79700
dr_total_vias = 28100
ant_nets = 0
wire_per_inst_um = 10.4
drc_errors = 0
viasPerCell = 3.67
first_pass_iters = 5
drt_iter0_drc = 993

[floorplan]
fp_util_pct = 40.5
dieArea_um2 = 193000
chipWidth_um = 439
die_h_um = 439
core_region_area_um2 = 189000
std_cell_rows = 159
io_pins = 484

[global_routing]
grt_pass1_wl_um = 128000
overflow = 0
grtUsageTotal_pct = 8.56
grt_pass1_vias = 26500
antenna_found_initial = 3
grt_max_degree = 100

[worst_setup_path]
required_ns = 2.64
path_cells = clkdlybuf4s50_1
start_kind = flip-flop
r2r_cells = 7
critPathMaxFanout = 3
critPathSlowestCell = clkdlybuf4s50_1
worst-setup-path-type = reg2out
crit_cells = 1
crit_family = buffers and inverters
crit_arrival_ns = 1.88
crit_path_end_kind = output port
worst-path-buf-inv = 1
critPathMaxStageDelay_ns = 0.52

[clocking]
cts_root_buf = clkbuf_16
h-tree-depth = 5
cts_sinks = 3645
cts_buffers = 345
cts-resized-gates = 0
postCtsSetupBuffers = 0
holdBufCountCts = 0
cts_tree = yes
path_clk_slew_ns = 0.06
clockBufferDepth = 4
insertion_delay_ns = 0.90

[worst_hold_path]
hold_class = in2reg
holdPathStages = 1

[final_layout]
lay_top_cells = dfxtp_1 (3,645), clkdlybuf4s50_1 (483), clkbuf_16 (354)
lay_top_count = dfxtp_1
drive_gt1_share_pct = 10.5
syn2layout_area_growth_pct = 24.7

[synthesis]
yosys_cells = 4174
yosys_warnings = 0
syn_inst = 4174
ys_seq_share_pct = 95.6
syn_avg_cell_area_um2 = 18.3
yosys_area_um2 = 76300
synth_area_um2 = 76300
synth_flop_count = 3645
synth_cell_types = 31

[run_status]
status = finished, final reports clean

[pwr]
powerDensity_nw_per_um2 = 903
vdd_drop_max_mv = 0.513
power_leakage_nw = 39.2

[placement]
placement.io_buffers = 483
hpwl_um = 40500
gp_congestion = 0.829
dp_slack_ns = 1.02

[flow_run]
drv_cap = 0
warning_count = 29
## synth_stat cells
library cell  instances  area, um2
nor4b_1               2       17.5
xnor2_1               1       8.76
nand2b_1              1       6.26
or3b_2                1       8.76
nand2_1               1       3.75
buf_2                 2       10.0
dfxtp_1            3645      73000
nor3_2                1       10.0
nor2b_1              96        601
mux2i_1               2       20.0
nand4_1               2       12.5
clkbuf_1             42        158
xor2_1                3       26.3
nor2_1               10       37.5
nand3_1               1       5.00
buf_8                 1       15.0
or4b_4                1       13.8
or4b_1                1       10.0
nor3_1                1       5.00
nor4_1                1       6.26
o31ai_1               1       7.51
and2_1              240       1500
a31oi_1               1       6.26
a21oi_1               1       5.00
o22ai_1               1       6.26
and3_1               50        313
inv_1                 5       18.8
nor3b_1               1       7.51
ha_1                  7       87.6
buf_6                 4       45.0
buf_4                48        360
## sequential cells by signal, summed over array words and instances, names as in the netlist
| register | count |
|---|---|
| window_0 | 144 |
| window_2 | 144 |
| window_1 | 96 |
| window | 432 |
| vld_out | 1 |
| window_vld | 34 |
| delay_2 | 1392 |
| col_cntr | 5 |
| delay_1 | 1392 |
| row_cntr | 5 |
## layer usage
metal | wire length [um] | GRT usage, % | vias up
met5 | 0 | 0 | -
met4 | 3510 | 4.17 | 0
met3 | 8080 | 4.02 | 279
met2 | 34500 | 12.5 | 760
met1 | 33500 | 11.0 | 12600
li1 | - | - | 14400
## per-stage QoR
| stage | power, mW | hold WS, ns | util [%] | instance area, um2 | cells |
|---|---|---|---|---|---|
| global placement | 48.5 | 0.310 | 44.4 | 83800 | 7062 |
| CTS | 87.3 | 0.0912 | 50.4 | 95100 | 7655 |
| finish | 85.9 | 0.199 | 50.4 | 95100 | 7656 |
| floorplan | 47.5 | 0.310 | - | 76300 | 4174 |
| detailed placement | 48.5 | 0.312 | 44.4 | 83800 | 7062 |
| global route | 89.5 | 0.115 | 50.4 | 95100 | 7656 |
## report_power, final
group | internal [mW] | leakage [nW] | switching, mW | total (mW)
sequential | 45.9 | 30.4 | 0.450 | 46.4
clock | 23.5 | 5.63 | 14.8 | 38.3
combinational | 0.806 | 3.18 | 0.409 | 1.21
## cell type report
cell class,instances,area [um2]
Antenna cell,1,2.50
Clock buffer,483,9960
Clock inverter,110,1430
Fill cell,15000,93500
Inverter,5,18.8
Multi-Input combinational cell,427,2750
Sequential cell,3645,73000
Tap cell,2495,3120
Timing Repair Buffer,490,4890
## final timing paths
check	to	startpoint	slack (ns)
max	window[194]	window[194]	0.76
min reg2reg	delay_1[488]	delay_1[440]	0.28
max reg2reg	window[401]	col_cntr[0]	0.97
min	window_vld[0]	vld_in	0.20
## kinds of logic (layout without fill, tap and decap cells)
kind of cell	after synthesis	count (layout)	synth area share [%]
other	0	1	0
buffers and inverters	102	1088	0.795
AND/OR/NAND/NOR	410	410	3.35
multiplexers	2	2	0.0262
adder cells (fa/ha/maj)	7	7	0.115
flip-flops	3645	3645	95.6
AND-OR/OR-AND	4	4	0.0328
XOR/XNOR	4	4	0.0459
Power figures rest on the tool's default switching activity, not on a simulated workload.
